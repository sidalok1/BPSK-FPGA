==> /design/flow/design.v <==
module Controller
#(
    parameter SYMBOL_WIDTH                      = 16,
    parameter SYMBOL_FRAC                       = 14,
    parameter SAMPLE_RATE                       = 6_000_000,
    parameter SYMBOL_RATE                       = 50_000,
    parameter SYNC_LEN                          = 32,
    parameter START_CODE_LEN                    = 11,
    parameter [0:START_CODE_LEN-1] START_CODE   = 'b11100010010
)
(
    input wire                              clk,
    input wire                              en,
    input wire                              rst,
    input wire                              start,
    input wire                              new_sample,
    output reg signed [SYMBOL_WIDTH-1:0]    sample,
    input wire [31:0]                       s_axis_tdata,
    input wire                              s_axis_tlast,
    input wire                              s_axis_tvalid,
    output reg                              s_axis_tready,
    output reg [31:0]                       m_axis_tdata,
    output reg                              m_axis_tlast,
    output reg                              m_axis_tvalid,
    input wire                              m_axis_tready,
    output reg                              interrupt,
    input wire                              new_bit,
    input wire                              rx_bit,
    output reg                              msg_found,
    output reg                              inv_msg_found
);
    localparam SYMBOL_WHOLE     = SYMBOL_WIDTH - SYMBOL_FRAC;
    localparam SYMBOL_ZERO      = {SYMBOL_WIDTH{1'b0}};
    localparam SYMBOL_ONE       = {{SYMBOL_WHOLE-1{1'b0}}, 1'b1, {SYMBOL_FRAC{1'b0}}};
    localparam SYMBOL_NEG_ONE   = {{SYMBOL_WHOLE{1'b1}}, {SYMBOL_FRAC{1'b0}}};
    initial begin
        sample          = SYMBOL_ZERO;
        msg_found       = 0;
        inv_msg_found   = 0;
        s_axis_tready = 0;
        m_axis_tdata = 0;
        m_axis_tlast = 0;
        m_axis_tvalid = 0;
        interrupt = 0;
    end
    localparam MAX_STR_LEN                  = 256;
    localparam STR_BITS                     = MAX_STR_LEN * 8;
    reg [0:STR_BITS-1] message_buffer       = 0;
    reg [7:0] tx_len                        = 0;
    reg [10:0] idx_max_val;
    localparam reg [0:START_CODE_LEN-1] start_code  = 'b11100010010;
    localparam integer SPS                  = SAMPLE_RATE / SYMBOL_RATE;
    reg [10:0] idx                          = 0;
    reg [$clog2(SPS)-1:0] jdx               = 0;
    localparam tx_STATES                    = 7;
    localparam [tx_STATES-1:0] IDLE         = 'b0000001;
    localparam [tx_STATES-1:0] AXI_RX       = 'b1000000;
    localparam [tx_STATES-1:0] PRESYNC      = 'b0000010;
    localparam [tx_STATES-1:0] STARTCODE    = 'b0000100;
    localparam [tx_STATES-1:0] MSGLEN       = 'b0001000;
    localparam [tx_STATES-1:0] MSGBODY      = 'b0010000;
    localparam [tx_STATES-1:0] POSTSYNC     = 'b0100000;
    reg [tx_STATES-1:0] tx_state            = IDLE;
    reg [SYMBOL_WIDTH-1:0] sample_select;
    reg [tx_STATES-1:0] tx_next, axi_next = IDLE;
    localparam rx_STATES                    = 4;
    localparam [rx_STATES-1:0] DETECT       = 'b0001;
    localparam [rx_STATES-1:0] READLEN      = 'b0010;
    localparam [rx_STATES-1:0] READBODY     = 'b0100;
    localparam [rx_STATES-1:0] AXI_TX       = 'b1000;
    reg [rx_STATES-1:0] rx_state            = DETECT;
    reg invert = 0;
    wire in_bit = invert == 1 ? ~rx_bit : rx_bit;
    reg [START_CODE_LEN-1:0] code           = 0;
    reg [7:0] rx_len              = 0;
    reg [7:0] rx_buffer [0:255];
    integer i = 0;
    initial begin
        for ( i = 0; i < 256; i = i + 1 ) begin
            rx_buffer[i] = 0;
        end
    end
    reg write_to_buffer                     = 0;
    reg [7:0] rx_byte                       = 0;
    reg [7:0] kdx = 0, hdx = 0;
    always @ ( posedge clk )
    if ( rst ) begin
        tx_state <= IDLE;
        idx <= 0;
        jdx <= 0;
        sample <= SYMBOL_ZERO;
        interrupt <= 0;
    end else
    if ( en ) begin
        s_axis_tready <= 0;
        case ( tx_state )
        IDLE: begin
            if ( s_axis_tvalid ) begin
                tx_state <= AXI_RX;
                axi_next <= PRESYNC;
                idx <= 0;
                jdx <= 0;
                s_axis_tready <= 1;
                tx_len <= 0;
            end 
        end
        PRESYNC,
        STARTCODE,
        MSGLEN,
        MSGBODY,
        POSTSYNC: begin
            if ( new_sample ) begin
                sample <= sample_select;
                if ( idx == idx_max_val && jdx == SPS - 1 ) begin
                    idx <= 0;
                    jdx <= 0;
                    tx_state <= tx_next;
                    if ( tx_next == AXI_RX ) begin
                        axi_next <= STARTCODE;
                        s_axis_tready <= 1;
                        tx_len <= 0;
                    end
                end else
                if ( jdx == SPS - 1 ) begin
                    idx <= idx + 1;
                    jdx <= 0;
                end else begin
                    jdx <= jdx + 1;
                end
            end            
        end
        AXI_RX: begin
            s_axis_tready <= 1;
            if ( s_axis_tvalid ) begin
                message_buffer[(tx_len*8)+:8] <= s_axis_tdata[7:0];
                tx_len <= tx_len + 1;
                if ( s_axis_tlast ) begin
                    tx_state <= axi_next;
                    s_axis_tready <= 0;
                end
            end
        end
        endcase
        msg_found <= 0;
        inv_msg_found <= 0;
        write_to_buffer <= 0;
        m_axis_tvalid <= 0;
        interrupt <= 0;
        case ( rx_state )
        DETECT: begin
            if ( new_bit ) begin
                code[0] <= rx_bit;
                code[START_CODE_LEN-1:1] <= code[START_CODE_LEN-2:0];
            end
            if ( code == start_code ) begin
                code <= 0;
                msg_found <= 1;
                invert <= 0;
                rx_state <= READLEN;
            end else
            if ( code == ~start_code ) begin
                code <= 0;
                inv_msg_found <= 1;
                invert <= 1;
                rx_state <= READLEN;
            end
            kdx <= 0;
        end
        READLEN: begin
            if ( new_bit ) begin
                rx_len[0] <= in_bit;
                rx_len[7:1] <= rx_len[6:0];
                if ( kdx == 7 ) begin
                    kdx <= 0;
                    hdx <= 0;
                    rx_state <= READBODY;
                end else begin
                    kdx <= kdx + 1;
                end
            end
        end
        READBODY: begin
            if ( new_bit ) begin
                rx_byte[0] <= in_bit;
                rx_byte[7:1] <= rx_byte[6:0];
                if ( kdx == 7 ) begin
                    kdx <= 0;
                    write_to_buffer <= 1;  
                end else begin
                    kdx <= kdx + 1;
                end
            end
            if ( write_to_buffer ) begin
                rx_buffer[hdx] <= rx_byte;
                if ( hdx == rx_len - 1 ) begin
                    hdx <= 0;
                    kdx <= 0;
                    rx_state <= AXI_TX;
                    interrupt <= 1;
                end else begin
                    hdx <= hdx + 1;
                end
            end
        end
        AXI_TX: begin
            m_axis_tvalid <= 1;
            if ( m_axis_tready && m_axis_tvalid ) begin
                m_axis_tvalid <= ( hdx == rx_len ) ? 0 : 1;
                m_axis_tdata <=  ( hdx == rx_len ) ? 32'b0 : {24'b0, rx_buffer[hdx]};
                m_axis_tlast <=  ( hdx == rx_len - 1 ) ? 1 : 0;   
                hdx <=           ( hdx == rx_len ) ? 0 : hdx + 1;
                rx_state <=      ( hdx == rx_len ) ? DETECT : AXI_TX;
            end
        end
        endcase
        msg_found <= ( code == start_code ) ? 1 : 0;
        inv_msg_found <= ( code == ~start_code ) ? 1 : 0;
    end
    reg [SYMBOL_WIDTH-1:0] current_symbol;
    reg current_bit;
    always @* begin
        case ( tx_state )
        PRESYNC: begin 
            current_bit     = idx % 2;
            idx_max_val     = SYNC_LEN - 1;
            tx_next         = STARTCODE;
        end            
        STARTCODE: begin  
            current_bit     = start_code[idx];
            idx_max_val     = START_CODE_LEN - 1;
            tx_next         = MSGLEN;
        end
        MSGLEN: begin
            current_bit     = tx_len[7-idx];
            idx_max_val     = 7;
            tx_next         = MSGBODY;
        end
        MSGBODY: begin
            current_bit     = message_buffer[idx];
            idx_max_val     = (tx_len * 8) - 1;
            tx_next         = POSTSYNC;
        end
        POSTSYNC: begin
            current_bit     = idx % 2;
            idx_max_val     = SYNC_LEN - 1;
            if ( s_axis_tvalid ) begin
                tx_next     = AXI_RX;
            end else
            if ( start ) begin
                tx_next     = STARTCODE;
            end else begin
                tx_next         = IDLE;
            end
        end
        default: begin   
            current_bit     = 0;
            idx_max_val     = 0;
            tx_next         = IDLE;
        end
        endcase
        current_symbol = ( current_bit == 0 ) ? SYMBOL_NEG_ONE : SYMBOL_ONE;
        sample_select = ( jdx == 0 ) ? current_symbol : SYMBOL_ZERO;
    end
endmodule
==> /design/flow/run.sh <==
#!/bin/bash
# OpenROAD 26Q1-2900-gdf79404cd8, Yosys 0.63+post, stock flow scripts
make -C /OpenROAD-flow-scripts/flow DESIGN_CONFIG=/design/flow/config.mk WORK_HOME=/design/flow/orfs finish
==> /design/flow/config.mk <==
export PLATFORM = sky130hd
export DESIGN_NAME = Controller
export DESIGN_NICKNAME = Controller
export VERILOG_FILES = /design/flow/design.v
export SDC_FILE = /design/flow/constraint.sdc
export NUM_CORES = 4
export LEC_CHECK = 1
export CORE_UTILIZATION = 30
==> /design/flow/constraint.sdc <==
current_design Controller

set clk_period 168.6
set clk_io_pct 0.2

create_clock -name clk0 -period $clk_period [get_ports {clk}]

set non_clock_inputs [all_inputs -no_clocks]
set_input_delay [expr $clk_period * $clk_io_pct] -clock clk0 $non_clock_inputs
set_output_delay [expr $clk_period * $clk_io_pct] -clock clk0 [all_outputs]
==> insert_results.sql <==
-- flow metrics import
INSERT INTO impl_metrics (metric_group, metric, value, unit) VALUES
('floorplanning', 'floorplan.die.width', '795', 'um'),
('critical_path', 'crit_arrival', '39.06', 'ns'),
('clock_tree', 'cts.clk_slew.worst_paths', '0.06', 'ns'),
('clock_tree', 'cts.htree.levels', '5', ''),
('floorplanning', 'design.core.area', '625000', 'sq um'),
('cells_and_area', 'most-common-layout-cells', 'sky130_fd_sc_hd__edfxtp_1 (4169), sky130_fd_sc_hd__mux2_2 (2063), sky130_fd_sc_hd__mux4_2 (1034)', ''),
('yosys', 'yosys_warnings', '1', ''),
('critical_path', 'cpMaxStageDelayCell', 'sky130_fd_sc_hd__clkdlybuf4s50_1', ''),
('yosys', 'enable_flop_cells', '4169', ''),
('grt', 'grt_pass1_vias', '105000', ''),
('yosys', 'synth.cellmix.xorXnorShare', '0.00269', ''),
('yosys', 'yosysTopAreaCellShare', '0.664', ''),
('detailed_routing', 'aggregate_routed_wire_length', '478000', 'um'),
('grt', 'grt_remaining_overflow', '0', ''),
('run_status', 'run_status', 'completed', ''),
('grt', 'track_usage', '0.159', ''),
('yosys', 'compound_area_frac', '0.0205', ''),
('clock_tree', 'cts_made_buffers', '426', ''),
('detailed_routing', 'post_drt_via_cell_ratio', '5.16', ''),
('detailed_routing', 'wire_per_inst', '25.2', 'um'),
('grt', 'initial_antenna_violation_count', '10', ''),
('critical_path', 'critical_path_class', 'in2reg', ''),
('clock_tree', 'clock.latency.late_pin', '1.05', 'ns'),
('critical_path', 'crit_chain', 'clkdlybuf4s50_1 > nor2b_4 > and3_4 > buf_12 > buf_4 > buf_4 > buf_4 > buf_12', ''),
('yosys', 'yosys-stat-cells', '10200', ''),
('grt', 'grt_first_pass_wirelength', '710000', 'um'),
('cells_and_area', 'areaGrowthSynthToFinish', '12.8', '%'),
('detailed_routing', 'routed-via-count', '98000', ''),
('floorplanning', 'placementRows', '290', ''),
('cells_and_area', 'drive_above_1_share', '0.382', ''),
('critical_path', 'setup.worst_path.end_class', 'flop', ''),
('clock_tree', 'post_cts_repair_timing_setup_buffer_count', '0', ''),
('final_timing', 'slew-limit-headroom', '0.290', ''),
('floorplanning', 'pin_count', '96', ''),
('clock_tree', 'cell_resize_tally_after_clock_tree_synthesis', '0', ''),
('final_timing', 'tns', '0', 'ns'),
('yosys', 'synthTopCellsByArea', 'sky130_fd_sc_hd__edfxtp_1 (66%), sky130_fd_sc_hd__mux4_2 (12%), sky130_fd_sc_hd__mux2_2 (12%)', ''),
('yosys', 'yosys.area.top_type', 'sky130_fd_sc_hd__edfxtp_1', ''),
('critical_path', 'required', '169.23', 'ns'),
('yosys', 'postSynthRegisterBits', '4197', ''),
('detailed_routing', 'detail_route.drc_violations', '0', ''),
('final_timing', 'rsz0062_at_grt', 'no', ''),
('power', 'p_leak', '63.8', 'nW'),
('yosys', 'top_logic_kind', 'multiplexers', ''),
('critical_path', 'cp_common_cell', 'sky130_fd_sc_hd__buf_4', ''),
('final_timing', 'setup_viol', '0', ''),
('placement', 'gp_routability_congestion', '0.861', ''),
('job', 'maximum_capacitance_violations', '0', ''),
('yosys', 'synth_adder_area_share', '0.000995', ''),
('job', 'warnings', '72', ''),
('grt', 'largest_net_degree_at_the_start_of_global_routing', '131', ''),
('power', 'power_density', '9.73', 'nW/um^2'),
('cells_and_area', 'finish.instance_area', '213000', 'sq um'),
('yosys', 'async_reset_ff_frac', '0', ''),
('hold_path', 'holdCritStartpoint', 'rx_len[5]', ''),
('power', 'max-vdd-ir-drop', '0.00863', 'mV'),
('detailed_routing', 'antenna_violating_nets_post_route', '0', ''),
('clock_tree', 'cts_tree', 'built', ''),
('final_timing', 'final-hold-violation-count', '0', ''),
('yosys', 'syn_area_per_cell', '18.5', 'sq um'),
('yosys', 'ys_seq_frac', '0.667', ''),
('floorplanning', 'fp.dieArea', '632000', 'sq um'),
('final_timing', 'period_minus_slack', '38.44', 'ns'),
('detailed_routing', 'detail_route.iter0.violations', '5968', ''),
('final_timing', 'post-route-period-util', '0.228', ''),
('placement', 'placement.cell_area', '200000', 'sq um'),
('placement', 'port-buffer-count', '33', ''),
('clock_tree', 'clk_root_buffer_cell', 'sky130_fd_sc_hd__clkbuf_16', ''),
('hold_path', 'hold_class', 'reg2reg', ''),
('final_timing', 'fin_skew', '0.0967', 'ns'),
('yosys', 'synthCells', '10200', '');
-- routing by layer --
metal	wire, um	GRT usage	up-vias
met5	159	0.00151	-
met4	13400	0.0361	8
met3	64700	0.0965	665
met2	221000	0.237	4199
met1	179000	0.207	51100
li1	-	-	42100
-- sequential cells by signal, summed over array words and instances (netlist names), 2 cells and up --
name,cells
rx_byte,8
m_axis_tdata,8
code,11
rx_buffer,2048
tx_state,7
message_buffer,2048
rx_len,8
sample,2
hdx,8
kdx,8
rx_state,4
idx,11
axi_next,3
jdx,7
tx_len,8
-- worst max-delay path: cells and delay by family --
| family | cells | cell delay (ns) |
|---|---|---|
| AND/OR/NAND/NOR | 2 | 0.98 |
| buffers and inverters | 6 | 4.01 |
-- area by class of cell --
class,instances,area [sq um]
Sequential cell,4197,126000
Clock inverter,199,1690
Fill cell,58200,412000
Clock buffer,563,11300
Multi-Input combinational cell,5277,60000
Timing Repair Buffer,407,3430
Tap cell,8322,10400
Antenna cell,11,27.5
Inverter,32,128
-- stage by stage --
stage | hold WS [ns] | util | total power (W) | std cells | setup slack, ns
floorplan | 0.420 | - | 0.00118 | 10200 | 85.29
global placement | 0.495 | 0.320 | 0.00119 | 18200 | 129.26
detailed placement | 0.493 | 0.320 | 0.00119 | 18200 | 129.26
CTS | 0.508 | 0.340 | 0.00209 | 19000 | 130.34
global route | 0.527 | 0.340 | 0.00213 | 19000 | 130.09
finish | 0.507 | 0.340 | 0.00207 | 19000 | 130.17
-- cells in the mapped netlist, drive strengths merged (75+ instances only) --
library cell and n:
a21oi 121, buf 230, clkbuf 502, edfxtp 4169, mux2 2064, mux2i 353
mux4 1034, nand2 319, nor2 498, nor3 100, o221ai 138, o22ai 75
-- cells by family (layout without fill, tap and decap cells) --
kind of cell / after synthesis / in the layout
DFF: 4197 / 4197
muxes: 3451 / 3451
and+or+nand+nor: 1161 / 1161
buffers and inverters: 764 / 1201
AOI/OAI and AO/OA: 553 / 553
xor gates and xnor gates: 58 / 58
adders and majority gates: 15 / 15
other: 1 / 50
-- final timing paths --
| kind | end | slack, ns | cells past startpoint |
|---|---|---|---|
| max | message_buffer[656] | 130.17 | 8 |
| min | rx_len[6] | 0.51 | 0 |
| max reg2reg | message_buffer[656] | 162.50 | 8 |
| min reg2reg | rx_len[6] | 0.51 | 0 |
-- where the power goes --
group	internal, W	switching (W)
Clock	0.000503	0.000399
Sequential	0.00113	0.00000173
Combinational	0.00000789	0.0000252
Power and IR drop assume default switching activity.
