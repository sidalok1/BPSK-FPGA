--- flow/design.v ---
module PGA
#(
    parameter SYMBOL_WIDTH  = 16,
    parameter SYMBOL_FRAC   = 14,
    parameter N = 512,
    parameter real kp = 0.1,
    parameter real ki = 0.0,
    parameter real kd = 0.002,
    parameter real TARGET = 1.0
)
(
    input wire                              clk, en, rst,
    input wire                              new_sample,
    input wire signed [SYMBOL_WIDTH-1:0]    in_sample,
    output reg signed [SYMBOL_WIDTH-1:0]    out_sample
);
    localparam PID_FRAC = SYMBOL_FRAC;
    localparam PID_WIDTH = PID_FRAC*2;
    localparam reg signed [PID_WIDTH-1:0] KP = $rtoi(kp * (2**PID_FRAC));
    localparam reg signed [PID_WIDTH-1:0] KI = $rtoi(ki * (2**PID_FRAC));
    localparam reg signed [PID_WIDTH-1:0] KD = $rtoi(kd * (2**PID_FRAC));
    reg signed [PID_WIDTH-1:0] err, sum_err, dif_err,
        new_err, new_sum_err, new_dif_err,
        proportional, integral, derivative;
    reg signed [PID_WIDTH-1:0] gain, newgain;
    wire signed [(SYMBOL_WIDTH+PID_WIDTH)-1:0] amplifier_output, max_level;
    reg signed [SYMBOL_WIDTH-1:0] amplified_signal;
    localparam signed [(SYMBOL_WIDTH+PID_WIDTH)-1:0] target_level = $rtoi(TARGET * 2**(PID_FRAC+SYMBOL_FRAC));
    reg signed [SYMBOL_WIDTH-1:0] max_signal = 0;
    PipeMult #(
        .WIDTH_A(SYMBOL_WIDTH),
        .WIDTH_B(PID_WIDTH),
        .PIPELEN(10)
    ) err_amplifier (
        .clk(clk),
        .en(en),
        .rst(rst),
        .a(max_signal),
        .b(gain),
        .r(max_level)
    );
    PipeMult #(
        .WIDTH_A(SYMBOL_WIDTH),
        .WIDTH_B(PID_WIDTH),
        .PIPELEN(10)
    ) amplifier (
        .clk(clk),
        .en(en),
        .rst(rst),
        .a(in_sample),
        .b(gain),
        .r(amplifier_output)
    );
    initial begin
        err = 0;
        sum_err = 0;
        dif_err = 0;
        new_err = 0;
        new_sum_err = 0;
        new_dif_err = 0;
        proportional = 0;
        integral = 0;
        derivative = 0;
        out_sample = 0;
        gain = 0;
        newgain = 0;
        amplified_signal = 0;
    end
    always @ ( posedge clk ) begin
        if ( rst ) begin
            out_sample <= 0;
            derivative <= 0;
            integral <= 0;
            proportional <= 0;
            new_dif_err <= 0;
            new_sum_err <= 0;
            new_err <= 0;
            dif_err <= 0;
            sum_err <= 0;
            err <= 0;
            gain <= 0;
            newgain <= 0;
            amplified_signal <= 0;
            max_signal <= 0;
        end else
        if ( en ) begin
            amplified_signal <= amplifier_output >>> PID_FRAC;
            new_err <= (target_level >>> SYMBOL_FRAC) - (max_level >>> SYMBOL_FRAC);
            new_dif_err <= new_err - err;
            new_sum_err <= new_err + sum_err;
            proportional <= (new_err * KP) >>> PID_FRAC;
            integral <= (new_sum_err * KI) >>> PID_FRAC;
            derivative <= (new_dif_err * KD) >>> PID_FRAC;
            newgain <= gain + proportional + integral + derivative;
            if ( new_sample ) begin
                max_signal <= (in_sample > max_signal) ? in_sample : max_signal;
                out_sample <= amplified_signal;
                err <= new_err;
                dif_err <= new_dif_err;
                sum_err <= new_sum_err;
                gain <= newgain;
            end
        end
    end
endmodule
module PipeMult
#(
    parameter WIDTH_A = 16,
    parameter WIDTH_B = 16,
    parameter PIPELEN = 2
)
(
    input wire clk, rst, en,
    input wire signed [WIDTH_A-1:0] a,
    input wire signed [WIDTH_B-1:0] b,
    output wire signed [(WIDTH_A+WIDTH_B)-1:0] r
);
    reg signed [(WIDTH_A+WIDTH_B)-1:0] p [0:PIPELEN-1];
    assign r = p[PIPELEN-1];
    integer i;
    initial begin
        for ( i = 0; i < PIPELEN; i = i + 1 ) begin
            p[i] = 0;
        end
    end
    always @ ( posedge clk ) begin
        if ( rst ) begin
            for ( i = 0; i < PIPELEN; i = i + 1) begin
                p[i] <= 0;
            end
        end else
        if ( en ) begin
            p[0] <= a * b;
            for ( i = 0; i < PIPELEN - 1; i = i + 1) begin
                p[i+1] <= p[i];
            end
        end
    end
endmodule
--- flow/config.mk ---
export PLATFORM = sky130hd
export DESIGN_NAME = PGA
export DESIGN_NICKNAME = PGA
export VERILOG_FILES = /design/flow/design.v
export SDC_FILE = /design/flow/constraint.sdc
export NUM_CORES = 4
export LEC_CHECK = 1
export CORE_UTILIZATION = 30
--- flow/constraint.sdc ---
current_design PGA

set clk_period 19.1
set clk_io_pct 0.2

create_clock -name clk0 -period $clk_period [get_ports {clk}]

set non_clock_inputs [all_inputs -no_clocks]
set_input_delay [expr $clk_period * $clk_io_pct] -clock clk0 $non_clock_inputs
set_output_delay [expr $clk_period * $clk_io_pct] -clock clk0 [all_outputs]
--- flow/run.sh ---
#!/bin/bash
# OpenROAD 26Q1-2900-gdf79404cd8, Yosys 0.63+post, stock flow scripts
make -C /OpenROAD-flow-scripts/flow DESIGN_CONFIG=/design/flow/config.mk WORK_HOME=/design/flow/orfs finish
==> results.json <==
{
  "outcome": "finished, final reports clean",
  "ys.flop_type": "sky130_fd_sc_hd__dfxtp_1",
  "hold_critical_path_depth": 2,
  "edf_count": 0,
  "max_cap_violations": 0,
  "skew_ns": 0.02952,
  "warnings": 27,
  "initCoreUtil_pct": 30.20,
  "final.period_utilization_pct": 54.28,
  "number_of_buffer_cells_added_on_primary_ports": 35,
  "clock_insertion_delay_worst_skew_ns": 0.64,
  "vias_per_cell": 4.469,
  "area_growth_syn_to_layout_pct": 9.804,
  "setup-violations-final": 0,
  "synth-warning-count": 3,
  "detailedRoute.firstPassIterationCount": 5,
  "top_fanout_value_on_the_critical_path": 11,
  "hp-class": "flop to flop",
  "wl_per_cell_um": 14.90,
  "vias": 36150,
  "power_switching_mw": 0.8089,
  "yosys_cells": 5808,
  "stdcell_area_um2": 58410,
  "r2r_start": "gain[8]$_SDFFE_PP0P_",
  "power_frac_comb_pct": 11.1,
  "finalWirelength_mm": 120.5,
  "post_cts.repair.setup_buffers": 0,
  "clkSinkCount": 626,
  "detail_route.antenna_diodes": 0,
  "syn_inst": 5808,
  "grt_antenna_before_repair": 1,
  "cellPowerDensity_nw_per_um2": 52.65,
  "max_slew_margin_pct": 38.22,
  "global_route.overflow_total": 0,
  "cts-resized-gates": 0,
  "placementRows": 154,
  "sequentialPowerShare_pct": 43.6,
  "placeableCoreArea_um2": 176100,
  "cts_root_buffer": "sky130_fd_sc_hd__clkbuf_16",
  "die_width_um": 423.1,
  "die.size.y_um": 423.1,
  "layout_min_cycle_time_ns": 10.37,
  "r2r_end": "amplifier.p[0][29]$_SDFFE_PP0P_",
  "cts.clk_slew.worst_paths_ns": 0.07,
  "postSynthSeqShare_pct": 23.56,
  "setup_total_negative_slack_ns": 0,
  "finalNonFillerCells": 8089,
  "cp.required_ns": 19.60,
  "clockPowerShare_pct": 45.3,
  "die_area_um2": 179000,
  "grt_setup_unrepaired": "no",
  "detailedRoute.firstIterationViolations": 1542,
  "peakVddDrop_mv": 0.04959,
  "criticalPathCategory": "input pin to flop",
  "synth_flop_count": 626,
  "timing.fmax_mhz": 96.46,
  "htree_num_levels": 3,
  "synth_top_area_share_pct": 29.47,
  "post_synth_most_frequent_cells": "sky130_fd_sc_hd__inv_1 (1,022), sky130_fd_sc_hd__fa_1 (783), sky130_fd_sc_hd__nand2_1 (708)",
  "placement.cell_area_um2": 56020,
  "ios": 36,
  "timing.reg2reg.worst_path_depth": 24,
  "final_max_slew_viol_count": 0,
  "gr_usage_total_pct": 14.56,
  "synth.distinct_cells": 71,
  "setup.reg_to_reg.worst_slack_ns": 11.78,
  "synth_top_cell_by_area": "sky130_fd_sc_hd__fa_1",
  "grt_pass1_wl_mm": 202.4,
  "hold-path-endpoint": "gain[12]$_SDFFE_PP0P_",
  "top_cell": "sky130_fd_sc_hd__inv_1",
  "async_reset_ff_share_pct": 0,
  "numPlacedInstances": 7964,
  "tritoncts.num_buffers": 69,
  "endpoint_kind": "flop",
  "postRouteAntennaNets": 0,
  "first_global_vias": 37757,
  "critPathLaunchType": "input pin",
  "gp_congestion": 0.8945,
  "tightestPinTransition_ns": 0.9267,
  "static-leakage-power_nw": 27.16,
  "p_int_mw": 2.266,
  "hold_path.startpoint": "newgain[12]$_SDFFE_PP0P_",
  "cts-hold-fix-buffers": 0,
  "tritoncts": "built",
  "worstPathArrival_ns": 10.87,
  "share_of_layout_cells_above_drive_strength_1_pct": 4.140,
  "place.detailed.hpwl_mm": 86.48,
  "syn_avg_cell_area_um2": 9.158,
  "netlist_area_um2": 53190,
  "yosys.stat.chipArea_um2": 53190,
  "netlist_top_cells_area": "sky130_fd_sc_hd__fa_1 (29%), sky130_fd_sc_hd__dfxtp_1 (24%), sky130_fd_sc_hd__mux2i_1 (9.0%), sky130_fd_sc_hd__inv_1 (7.2%), sky130_fd_sc_hd__ha_1 (7.2%)",
  "hold_viol": 0,
  "grt_max_degree": 92,
  "sw_frac_of_total_pct": 26.30,
  "drt_drc_violations_left": 0,
  "cts_max_path_buffers": 3
}
==> power by group through the flow <==
stage	Combinational (mW)	Clock (mW)	Sequential (mW)
4_1_cts	0.347	1.44	1.34
5_1_grt	0.382	1.50	1.34
6_report	0.342	1.39	1.34
==> metrics by stage <==
| stage | hold WS [ns] | worst slack [ns] | total power [mW] | utilization, % |
|---|---|---|---|---|
| after global routing | 0.4497 | 8.346 | 3.221 | 33.16 |
| after global placement | 0.4348 | 8.149 | 1.714 | 31.81 |
| after CTS | 0.4308 | 8.777 | 3.127 | 33.16 |
| after floorplan | 0.4218 | 9.058 | 1.604 | - |
| final | 0.4301 | 8.733 | 3.075 | 33.16 |
| after detailed placement | 0.4412 | 8.142 | 1.712 | 31.81 |
==> state kept, by name, summed over array words and instances, names as in the netlist <==
| signal | flops |
|---|---|
| gain | 28 |
| err_amplifier.p | 270 |
| max_signal | 16 |
| proportional | 14 |
| amplifier.p | 160 |
| out_sample | 16 |
| err | 23 |
| amplified_signal | 16 |
| new_dif_err | 14 |
| new_err | 27 |
| derivative | 14 |
| newgain | 28 |
==> cell type report <==
cell class	instances	area, um2
clock buffers	86	1913
repair buffers	126	1044
well taps	2340	2928
multi-input cells	3848	35670
flip-flops and latches	626	12530
clock inverters	39	478.0
fillers	17795	117700
inverters	1024	3844
==> metal layers <==
metal / GRT usage (%) / vias to the layer above / part of all wire (%)
li1: - / 17494 / -
met1: 20.47 / 17654 / 44
met2: 22.11 / 864 / 45
met3: 5.680 / 138 / 8.7
met4: 2.329 / 0 / 1.8
met5: 0.1344 / - / 0
==> how the worst max path moves through the flow <==
stage	from	slack (ns)	to
final	in_sample[15]	8.73	amplifier.p[0][29]$_SDFFE_PP0P_
after CTS	in_sample[15]	8.78	amplifier.p[0][29]$_SDFFE_PP0P_
after global routing	in_sample[15]	8.35	amplifier.p[0][29]$_SDFFE_PP0P_
==> placed cells by master, fill, tap and decap left out, drive strengths merged, types with 26 or more instances in the layout <==
cell,Yosys,routed
a21oi,166,166
nor3,27,27
clkdlybuf4s50,0,33
a21o,31,31
o21ai,71,71
and2,276,276
xor2,51,51
nand2b,53,53
inv,1023,1030
fa,783,783
nand2,708,708
dfxtp,626,626
xnor2,108,108
mux2i,480,480
ha,304,304
nor2,591,591
clkbuf,263,86
buf,47,93
nand3,26,26
==> kinds of logic after synthesis <==
| kind of cell | share of synthesized area (%) |
|---|---|
| xor gates and xnor gates | 2.618 |
| muxes | 9.033 |
| AOI/OAI and AO/OA | 4.291 |
| adders and majority gates | 36.62 |
| and+or+nand+nor | 14.46 |
| DFF | 23.56 |
| buffers and inverters | 9.419 |
==> worst max-delay path, cell delays in order <==
cell                              delay, ns
sky130_fd_sc_hd__clkdlybuf4s50_1       0.94
sky130_fd_sc_hd__clkinv_1              0.49
sky130_fd_sc_hd__nor2_1                0.22
sky130_fd_sc_hd__fa_1                  0.45
sky130_fd_sc_hd__fa_1                  0.51
sky130_fd_sc_hd__fa_1                  0.43
sky130_fd_sc_hd__fa_1                  0.50
sky130_fd_sc_hd__inv_1                 0.05
sky130_fd_sc_hd__fa_1                  0.48
sky130_fd_sc_hd__inv_1                 0.05
sky130_fd_sc_hd__fa_1                  0.45
sky130_fd_sc_hd__ha_1                  0.38
sky130_fd_sc_hd__a21oi_1               0.09
sky130_fd_sc_hd__o21bai_1              0.13
sky130_fd_sc_hd__a21boi_0              0.10
sky130_fd_sc_hd__o31ai_1               0.40
sky130_fd_sc_hd__a2111oi_2             0.11
sky130_fd_sc_hd__nor3_1                0.60
sky130_fd_sc_hd__a311oi_2              0.22
sky130_fd_sc_hd__o21ba_1               0.22
sky130_fd_sc_hd__xnor2_1               0.16
sky130_fd_sc_hd__o21ai_1               0.07
No activity file was given, so power comes from the tool's default toggle rates.
