$ cat /design/flow/run.sh
#!/bin/bash
# OpenROAD 26Q1-2900-gdf79404cd8, Yosys 0.63+post, stock flow scripts
make -C /OpenROAD-flow-scripts/flow DESIGN_CONFIG=/design/flow/config.mk WORK_HOME=/design/flow/orfs finish
$ cat /design/flow/config.mk
export PLATFORM = sky130hd
export DESIGN_NAME = Early_Late_TED
export DESIGN_NICKNAME = Early_Late_TED
export VERILOG_FILES = /design/flow/design.v
export SDC_FILE = /design/flow/constraint.sdc
export NUM_CORES = 4
export LEC_CHECK = 1
export CORE_UTILIZATION = 30
$ cat /design/flow/constraint.sdc
current_design Early_Late_TED

set clk_period 14.7
set clk_io_pct 0.2

create_clock -name clk0 -period $clk_period [get_ports {clk}]

set non_clock_inputs [all_inputs -no_clocks]
set_input_delay [expr $clk_period * $clk_io_pct] -clock clk0 $non_clock_inputs
set_output_delay [expr $clk_period * $clk_io_pct] -clock clk0 [all_outputs]
$ cat /design/flow/design.v
module Early_Late_TED
#(
    parameter SYMBOL_WIDTH = 16,
    parameter SYMBOL_FRAC = 14,
    parameter SPS = 120,
    parameter real kp = 0.1,
    parameter real ki = 0.0002,
    parameter real kd = 0
)
(
    input wire clk, rst, en,
    input wire new_sample,
    input wire signed [SYMBOL_WIDTH-1:0] sample,
    output reg symbol_ready,
    output reg signed [SYMBOL_WIDTH-1:0] symbol
    );
    localparam ctr_w = $clog2(SPS) + 2;
    reg signed [ctr_w-1:0] counter;
    reg signed [ctr_w-1:0] tau;
    reg signed [31:0] err, sum_err, dif_err, new_err, new_dif_err, new_sum_err,
        proportional, integral, derivative, pos_err, neg_err,
        delta_tau;
    localparam reg signed [31:0] KP = $rtoi(kp * ($pow(2, 16)));
    localparam reg signed [31:0] KI = $rtoi(ki * ($pow(2, 16)));
    localparam reg signed [31:0] KD = $rtoi(kd * ($pow(2, 16)));
    reg signed [SYMBOL_WIDTH-1:0] early, prompt, late;
    localparam max_sps_change = SPS / 2;
    always @ ( posedge clk ) begin
    if ( rst ) begin
        symbol_ready <= 0;
        symbol <= 0;
        counter <= 0;
        tau <= 0;
        err <= 0;
        sum_err <= 0;
        dif_err <= 0;
        new_err <= 0;
        new_dif_err <= 0;
        new_sum_err <= 0;
        proportional <= 0;
        integral <= 0;
        derivative <= 0;
        pos_err <= 0;
        neg_err <= 0;
        delta_tau <= 0;
        early <= 0;
        prompt <= 0;
        late <= 0;
    end else 
    if ( en ) begin
        symbol_ready <= 0;
        pos_err <= (early - late) <<< (16 - SYMBOL_FRAC);
        neg_err <= (late - early) <<< (16 - SYMBOL_FRAC);
        new_err <= (prompt <= 0) ? pos_err : neg_err;
        new_dif_err <= new_err - err;
        new_sum_err <= new_err + sum_err;
        proportional <= (new_err * KP) >>> 16;
        integral <= (new_sum_err * KI) >>> 16;
        derivative <= (new_dif_err * KD) >>> 16;
        delta_tau <= (proportional + integral + derivative) * max_sps_change;
        if ( new_sample ) begin
            counter <= counter + 1;
            if ( counter == (SPS + tau) - 2) begin
                early <= sample;
            end else
            if ( counter == (SPS + tau) - 1) begin
                prompt <= sample;
                symbol <= sample;
                symbol_ready <= 1;
                counter <= 0;              
            end else
            if ( counter == 0 ) begin
                late <= sample;
            end else
            if ( counter == 1 ) begin
                err <= new_err;    
                sum_err <= new_sum_err;
                dif_err <= new_dif_err;
                tau <= tau + (delta_tau >>> 16);  
            end
        end
    end
    end
    initial begin
        symbol_ready = 0;
        symbol = 0;
        counter = 0;
        tau = 0;
        err = 0;
        sum_err = 0;
        dif_err = 0;
        new_err = 0;
        new_sum_err = 0;
        new_dif_err = 0;
        proportional = 0;
        integral = 0;
        derivative = 0;
        pos_err = 0;
        neg_err = 0;
        delta_tau = 0;
        early = 0;
        prompt = 0;
        late = 0;
    end
endmodule
==> run summary <==
yosys + openroad results -> status completed, clk latency late pin 0.56 ns, Final Hold Violating Endpoints 0, R2R Path End proportional[15], Hold Path Class reg2reg, Post-CTS Setup Inserts 0, f_max 0.166 GHz, Peak VDD IR 0.102 mV, vias in the first global route 15559, Most used DFF post-synth dfxtp_1, Die Height 266 um, GPL Wtd Cong 0.865, placeable core area 68800 sq um, reg-to-reg slack, setup 8.67 ns, Slew headroom 43.0%, I/O pins 37, sequential standard cell area 4430 sq um, fin cells 3388, crit path max fanout 7, fill count 7097, Cell Type Count 85, RR Startpoint new_err[7], Root Driver clkbuf_16, ant diodes 0, fraction of registers with async set/reset 0%, placed cell count 3343, Port Buffers 36, CP arrival 6.47 ns, Routed Antenna Nets 0, initial antenna violation count 0, # Cells Yosys 2436, Pwr Total 2.84 mW, clock sink total 221, row cnt 96, HPWL after detailed placement 34.6 mm, Final Slew Violations 0, crit path kind reg2reg, Die X 266 um, Setup-failing EPs final 0, 1st-iter DRT viols 623, Worst R2R Path Depth 20, Post-Syn Area 20900 sq um, EDFF count, synth 0, H-tree levels 1, Initial Util 30.4%, max-capacitance violation count 0, CP Launch Type flip-flop, Total GRT Usage 13.4%, Area after DPL 22200 sq um, PwrDens 123 nW/um^2, total CTS buffers 28, count of tool warnings 56, drt wl/cell 13.1 um, MI comb area 14600 sq um, clk buf depth 3, TritonRoute pass-1 iters 5, first-pass GRT wire length 77.1 mm, Post-Route WL 44.3 mm, Seq/Total Area, Yosys 21.1%, post-cts resize count 0, worst slew pin tran 0.834 ns, clock transition at the registers of the reported paths 0.06 ns, Final Cell Area 23100 sq um, layout cells sized above 1 3.70%, capture point of the worst path proportional[15], Avg Cell Area, Syn 8.60 sq um, WHS 0.454 ns, clock tree from TritonCTS yes, Post-synth regs 221, yosys stat area 20900 sq um, Die Area 70900 sq um, via count 15646, Via-to-Cell Ratio 4.62, Leakage 10.8 nW, hold bufs inserted after CTS 0, area delta synth->final 10.1%, WP data required 15.15 ns, DRC viols 0, setup TNS 0 ns, largest net degree at the start of global routing 82, Setup Skew 0.0232 ns, Worst setup startpoint new_err[7], Synth warnings 1, min Tclk post-route 6.03 ns, fin crit share 41.0%, Mapped Cells 2436, RSZ-0062 raised after global routing false, Worst Setup End Kind flip-flop, GR Overflow Total 0
## placed cells by master, fill, tap and decap left out, types with 33 or more instances in the layout
cell type and n:
inv_1 427, ha_1 311, nor2_1 228, dfxtp_1 220, a21oi_1 152, fa_1 128
mux2i_1 120, nand2_1 105, xnor2_1 97, o21ai_0 78, xor2_1 51, a21o_1 39
a211oi_1 38, nor3_1 38, clkdlybuf4s50_1 34, nand3_1 33
## Yosys cell counts (all sizes together) (4+ instances only)
cell     count  area (sq um)
a21o        39           293
fa         128          2560
and3        12          75.1
a31oi       17           106
o22ai        4          25.0
inv        429          1610
o31ai        6          45.0
and2         8          50.1
a21oi      154           778
nor2b       24           150
xor2        51           447
nand4        8          50.1
xnor2      101           926
a2111oi      5          43.8
a211oi      39           298
clkbuf      57           215
or2          5          31.3
a21boi      11          97.6
or3         14          87.6
ha         311          3890
mux2i      120          1200
o211ai      18           140
o221ai       4          35.0
dfxtp      221          4420
nand2b      14          87.6
and4         4          35.0
nor2       230           866
o21bai      17           128
nand2      106           400
o31a         8          70.1
a311oi       5          43.8
nand3b       5          37.5
o21ai       82           410
o21a        26           195
nor4        10          62.6
nand3       33           165
o2111ai      5          43.8
a221o        4          40.0
nor3        40           216
buf         19           148
## area by class of cell
class                      instances  area share [%]
multi-input combinational       1709            63.1
sequential                       221            19.2
inverter                         430            7.00
tap                              931            5.05
clock buffer                      38            3.37
timing repair buffer              52            2.08
clock inverter                     7           0.201
## through the flow
| step | utilization (%) | worst slack, ns |
|---|---|---|
| final | 33.5 | 8.67 |
| after global routing | 33.5 | 8.16 |
| after CTS | 33.5 | 8.63 |
| after detailed placement | 32.3 | 8.70 |
| after global placement | 32.3 | 8.70 |
| after floorplan | - | 9.13 |
## registers in the layout, summed over array words and instances (netlist names)
register      cells
symbol           16
neg_err          16
integral         16
proportional     16
delta_tau         8
new_sum_err      32
pos_err          17
early            16
late             16
symbol_ready      1
sum_err          32
counter           9
new_err          17
tau               9
## logic make-up (layout without fill, tap and decap cells)
| logic type | Yosys count | after routing | share of synthesized area, % |
|---|---|---|---|
| compound gates | 476 | 476 | 14.9 |
| mux | 122 | 122 | 5.84 |
| simple gates | 520 | 520 | 11.4 |
| buf+inv | 506 | 527 | 9.44 |
| xor+xnor | 152 | 152 | 6.55 |
| flops | 221 | 221 | 21.1 |
| fa+ha+maj | 439 | 439 | 30.8 |
## where the power goes
group / switching (mW) / total (mW) / internal [mW] / leakage, nW
combinational: 0.868 / 1.52 / 0.653 / 8.62
sequential: 0.0472 / 0.695 / 0.648 / 1.80
clock: 0.259 / 0.624 / 0.365 / 0.411
## critical path: stages, from the launching register on
cell,delay (ns)
dfxtp_1,0.54
ha_1,0.34
fa_1,0.49
fa_1,0.53
inv_1,0.06
fa_1,0.52
inv_1,0.05
fa_1,0.53
inv_1,0.05
fa_1,0.50
inv_1,0.04
ha_1,0.31
a21o_1,0.16
a21oi_1,0.23
o211ai_1,0.14
a221o_1,0.34
a21oi_2,0.20
o2111ai_1,0.24
o31ai_1,0.29
xnor2_1,0.11
a211oi_1,0.24
## per-layer routing
metal / global-route usage (%) / vias up / part of all wire [%]
met1: 20.6 / 7251 / 52
met3: 1.57 / 50 / 3.4
met4: 1.44 / 0 / 1.3
met2: 21.3 / 177 / 43
li1: - / 8168 / -
met5: 0 / - / 0
## how the worst min path moves through the flow
stage | startpoint | depth (start not counted) | end | slack, ns
4_1_cts | neg_err[13] | 2 | neg_err[13] | 0.46
5_1_grt | integral[12] | 2 | integral[12] | 0.48
6_report | neg_err[13] | 2 | neg_err[13] | 0.45
Power and IR drop assume default switching activity.
